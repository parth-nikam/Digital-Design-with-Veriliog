File: flow/config.mk
export PLATFORM = sky130hd
export DESIGN_NAME = Counter
export DESIGN_NICKNAME = Counter
export VERILOG_FILES = /design/flow/design.v
export SDC_FILE = /design/flow/constraint.sdc
export NUM_CORES = 4
export LEC_CHECK = 1
export CORE_AREA = 10 10 70 70
export DIE_AREA = 0 0 80 80
File: flow/constraint.sdc
current_design Counter

set clk_period 2.8
set clk_io_pct 0.2

create_clock -name clk0 -period $clk_period [get_ports {clk}]

set non_clock_inputs [all_inputs -no_clocks]
set_input_delay [expr $clk_period * $clk_io_pct] -clock clk0 $non_clock_inputs
set_output_delay [expr $clk_period * $clk_io_pct] -clock clk0 [all_outputs]
File: flow/design.v
`timescale 1ns / 1ps
module Counter(
    input clk,
    input reset,
    input UpOrDown,
    output reg [3:0] count = 0
    );
always @(posedge clk) begin
    if (reset == 1) begin
        count <=4'b0000;
    end else if (UpOrDown == 1) begin
        count <= count +1;
    end else begin
        count <= count -1;
    end
end    
endmodule
File: flow/run.sh
#!/bin/bash
# OpenROAD 26Q1-2900-gdf79404cd8, Yosys 0.63+post, stock flow scripts
make -C /OpenROAD-flow-scripts/flow DESIGN_CONFIG=/design/flow/config.mk WORK_HOME=/design/flow/orfs finish
==> flow_metrics.py <==
# Generated from Yosys and OpenROAD reports
metrics = {
    "cells_and_area": {
        "drive_above_1_share_pct": 14.8,
        "registers.top_by_ff_count": "count",
        "fillerInstances": 405,
        "largest_register_ffs": 4,
        "syn_to_final_growth_pct": 73.2,
        "top_regs": "count: 4 flops",
    },
    "power_and_ir_drop": {
        "peakVddDrop_v": 0.000189,
        "p_leak_nw": 0.119,
        "powerDensity_nw_per_um2": 635,
    },
    "setup_path": {
        "worstPathRequired_ps": 2920,
        "critPathKind": "primary input to flop",
        "crit_path_start_kind": "primary input",
        "cp-end-kind": "flop",
        "arrival_ps": 1900,
        "path_max_fanout": 3,
    },
    "detailed_routing": {
        "routed_wl_um": 474,
        "post-route-drc-count": 0,
        "wl_met1_um": 206,
        "diodes": 0,
        "dr_wl_met2_um": 186,
        "viasPerCell": 2.08,
        "first_pass_iters": 2,
        "route.top_layer_used": "met3",
        "postRouteAntennaNets": 0,
        "drt-initial-drc-count": 5,
        "vias": 152,
        "wire_per_inst_um": 6.49,
        "route.met3.wl_um": 81,
    },
    "logic_synthesis": {
        "ys_seq_share_pct": 41.8,
        "yosys-top-cells-count": "dfxtp_1, ha_1, nand3_1, nor2_1, xnor2_1",
        "syn_inst": 18,
        "top_cell": "dfxtp_1",
        "yosys_warnings": 1,
        "yosysChipArea_um2": 191,
        "ys_seq_elements": 4,
        "yosysCellCount": 18,
        "edf_count": 0,
        "syn_avg_cell_area_um2": 10.6,
        "synth_cell_types": 11,
        "ff_type": "dfxtp_1",
        "synthesis.area_um2": 191,
        "top_area_cell": "dfxtp_1",
        "synth_top_area_share_pct": 41.8,
        "synth-async-reset-ratio_pct": 0,
        "top_cells_by_area": "dfxtp_1, ha_1, fa_1, xnor2_1, nand3_1",
    },
    "global_routing": {
        "grt-ovfl-total": 0,
        "antenna_found_initial": 0,
        "grt_pass1_vias": 146,
        "grt.total_usage_pct": 1.67,
        "grt_pass1_wl_um": 779,
        "grt_max_degree": 5,
    },
    "sta": {
        "min_period_ps": 1780,
        "max_freq_mhz": 563,
        "skew_ps": 1.95,
        "worst_pin_slew_ps": 197,
        "final-setup-viol-count": 0,
        "slew_headroom_pct": 86.8,
        "rsz0062_at_grt": "false",
        "hold_violations": 0,
        "hold_slack_ps": 485,
        "final.setup.tns_ps": 0,
        "maxSlewViolCount": 0,
        "fin_crit_sh_pct": 63.4,
    },
    "clock_network": {
        "cts.sinks": 4,
        "cts_post_setup_buffers_inserted": 0,
        "cts_tree": "built",
        "root_buffer": "clkbuf_4",
        "clk_pin_slew_ps": 40,
        "clkLatencyLatePin_ps": 230,
        "cts_max_level": 1,
        "cts_buffers": 3,
        "ctsHoldBuffers": 0,
        "cts_buffer_depth": 2,
        "cts_resized": 0,
    },
    "place": {
        "gp_congestion": 0.681,
        "port_buffers": 6,
    },
    "min_path": {
        "hp-class": "flop to flop",
    },
    "floorplan": {
        "initCoreUtil_pct": 5.60,
        "chipArea_um2": 6400,
        "rows": 21,
        "die_w_um": 80,
        "die_y_um": 80,
        "coreArea_um2": 3420,
        "boundaryPins": 7,
    },
    "run": {
        "tool_warnings": 25,
        "drv_cap": 0,
    },
    "run_status": {
        "outcome": "finished, final reports clean",
    },
}
path summary, 6_finish.rpt:
| kind | to | cells past startpoint | slack [ps] | start |
|---|---|---|---|---|
| worst max-delay path | count[3]$_SDFF_PP0_ | 6 | 1020 | UpOrDown |
| worst min-delay path | count[0]$_SDFF_PP0_ | 1 | 480 | count[0]$_SDFF_PP0_ |
| worst max register to register | count[3]$_SDFF_PP0_ | 4 | 1670 | count[2]$_SDFF_PP0_ |
| worst min register to register | count[0]$_SDFF_PP0_ | 1 | 480 | count[0]$_SDFF_PP0_ |
logic make-up (layout without fill, tap and decap cells):
logic type | Yosys count | in the layout | synth area share (%)
adders and majority gates | 3 | 3 | 23.5
buffers and inverters | 1 | 10 | 1.96
DFF | 4 | 4 | 41.8
AOI/OAI and AO/OA | 3 | 3 | 11.1
xor gates and xnor gates | 2 | 2 | 9.15
and+or+nand+nor | 5 | 5 | 12.4
report_power, final:
| part | total (mW) | switching (mW) | internal, mW |
|---|---|---|---|
| Clock | 0.0705 | 0.0226 | 0.0479 |
| Sequential | 0.0766 | 0.00832 | 0.0683 |
| Combinational | 0.0634 | 0.0230 | 0.0404 |
layout make-up:
class                   count  area, um2  area share [%]
flip-flops and latches      4       80.1            24.2
inverters                   1       3.75            1.13
multi-input cells          13        108            32.5
well taps                  46       57.6            17.4
repair buffers              6       60.1            18.1
clock buffers               3       22.5            6.79
worst max-delay path: stages:
cell,delay (ps)
clkdlybuf4s50_1,500
inv_1,100
ha_1,350
a21oi_1,190
a21o_1,150
a21oi_2,40
stage by stage:
stage               cell area (um2)  power, mW  cells  utilization [%]  worst slack [ps]
finish                          332      0.210     73             9.71              1020
global route                    332      0.231     73             9.71               921
CTS                             332      0.217     73             9.71              1020
detailed placement              309      0.142     70             9.05               776
global placement                309      0.140     70             9.05               781
floorplan                       191      0.110     18                -              1380
per-layer routing:
metal	vias up	track usage (%)
met5	-	0
met4	0	0.352
met3	0	2.27
met2	6	1.77
met1	65	1.87
li1	81	-
cells in the final DEF (no fill, tap or decap):
master,n
ha_1,2
fa_1,1
nor2b_1,1
dfxtp_1,4
a21oi_1,1
a21o_1,1
clkdlybuf4s50_1,6
nor2_1,2
inv_1,1
nand3_1,2
clkbuf_4,3
a21oi_2,1
xnor2_1,2
No activity file was given, so power comes from the tool's default toggle rates.
